$ cat design/flow/constraint.sdc
current_design pwm_rgbled

set clk_period 20.0
set clk_io_pct 0.2

create_clock -name clk0 -period $clk_period [get_ports {iclk}]

set non_clock_inputs [all_inputs -no_clocks]
set_input_delay [expr $clk_period * $clk_io_pct] -clock clk0 $non_clock_inputs
set_output_delay [expr $clk_period * $clk_io_pct] -clock clk0 [all_outputs]
$ cat design/flow/run.sh
#!/bin/bash
# OpenROAD 26Q1-2900-gdf79404cd8, Yosys 0.63+post, stock flow scripts
make -C /OpenROAD-flow-scripts/flow DESIGN_CONFIG=/design/flow/config.mk WORK_HOME=/design/flow/orfs finish
$ cat design/flow/config.mk
export PLATFORM = sky130hd
export DESIGN_NAME = pwm_rgbled
export DESIGN_NICKNAME = pwm_rgbled
export VERILOG_FILES = /design/flow/design.v
export SDC_FILE = /design/flow/constraint.sdc
export NUM_CORES = 4
export LEC_CHECK = 1
export CORE_UTILIZATION = 30
$ cat design/flow/design.v
    `timescale 1ns / 1ps
module pwm_rgbled(
    input iclk,
    input irst_n,
    output [7:0] owvled,
    output [2:0] owvrgbled1,
    output [2:0] owvrgbled2
);
assign owvled[7:0] = 8'hff;
wire sysclk; assign sysclk = iclk;
wire sysrst_n; assign sysrst_n = irst_n;
wire [31:0] wvpwm;
counter#( 
    .MODE("saw"),
    .COUNTER_NUM(12_000_000),
    .INIT_NUM(0),
    .STEP(12_000_000 / 12_000)
)
pwm(
    .iclk(sysclk),
    .irst_n(sysrst_n),
    .owvcntnum(wvpwm[31:0])
);
wire [31:0] wvrgbled_pwm_r;
wire [31:0] wvrgbled_pwm_g;
wire [31:0] wvrgbled_pwm_b;
counter#(  
    .MODE("tri"),
    .COUNTER_NUM(2*12_000_000),
    .INIT_NUM(2*12_000_000*0/3),
    .STEP(1)
)
rgbled_flash_r(  
    .iclk(sysclk),
    .irst_n(sysrst_n),
    .owvcntnum(wvrgbled_pwm_r[31:0])
);
counter#(  
    .MODE("tri"),
    .COUNTER_NUM(2*12_000_000),
    .INIT_NUM(2*12_000_000*1/3),
    .STEP(1)
)
rgbled_flash_g(  
    .iclk(sysclk),
    .irst_n(sysrst_n),
    .owvcntnum(wvrgbled_pwm_g[31:0])
);
counter#(  
    .MODE("tri"),
    .COUNTER_NUM(2*12_000_000),
    .INIT_NUM(2*12_000_000*2/3),
    .STEP(1)
)
rgbled_flash_b(  
    .iclk(sysclk),
    .irst_n(sysrst_n),
    .owvcntnum(wvrgbled_pwm_b[31:0])
);
assign owvrgbled1[0] = (wvrgbled_pwm_r > wvpwm) ? 1 : 0;
assign owvrgbled1[1] = (wvrgbled_pwm_g > wvpwm) ? 1 : 0;
assign owvrgbled1[2] = (wvrgbled_pwm_b > wvpwm) ? 1 : 0;
assign owvrgbled2[2:0] = owvrgbled1[2:0];
endmodule
module counter #(
    parameter MODE = "saw",
    parameter COUNTER_NUM = 12_000_000,
    parameter INIT_NUM = 0,
    parameter STEP = 1
)
(
    input iclk,
    input irst_n,
    output [31:0] owvcntnum
);
    reg [31:0] rvcntnum_saw;
    reg [31:0] rvcntnum_tri;
    assign owvcntnum[31:0] = (MODE == "saw") ? rvcntnum_saw[31:0] : rvcntnum_tri[31:0];
    always @(posedge iclk or negedge irst_n ) begin
        if (!irst_n) begin
            rvcntnum_saw[31:0] <= INIT_NUM;
        end
        else if (rvcntnum_saw >= COUNTER_NUM - 1) begin
            rvcntnum_saw <= 0;
        end
        else begin
            rvcntnum_saw <= rvcntnum_saw + STEP;
        end
    end
    always @(posedge iclk or negedge irst_n ) begin
        if (!irst_n) begin
            rvcntnum_tri[31:0] <= INIT_NUM;
        end
        else if ((rvcntnum_saw >= 0) & (rvcntnum_saw < COUNTER_NUM/2 - 1)) begin
            rvcntnum_tri <= rvcntnum_tri + STEP;
        end
        else if ((rvcntnum_saw >= COUNTER_NUM/2) & (rvcntnum_saw < COUNTER_NUM - 1)) begin
            rvcntnum_tri <= rvcntnum_tri - STEP;
        end
    end
endmodule
==> out/qor.yml <==
place:
  hpwl_mm: 26.57
  port_buffers: 7
  dp_cells: 2506
  gp_congestion: 0.8842
critical_path:
  reg2reg_slack_ns: 15.24
  end_kind: "output port"
  cp_max_fo: 4
  crit_end: "owvrgbled1[0]"
  critPathBufInv: 2
  setup.worst_path.start_class: "flop"
  crit_chain: "inv_1 > ha_1 > a21o_1 > a21o_1 > a21o_1 > a21o_1 > a21o_1 > a21oi_1 > nor2b_1 > o31ai_1 > a22oi_1 > clkdlybuf4s50_1"
  crit_type: "reg2out"
  r2r_start: "rgbled_flash_g.rvcntnum_saw[0]$_DFF_PN0_"
  required_ns: 16.00
  cpPeakStageDelay_ns: 0.46
  path_delay_family: "AND-OR/OR-AND gates"
  crit_slowest_cell: "clkdlybuf4s50_1"
  cp.depth: 12
  reg2reg_to: "rgbled_flash_g.rvcntnum_tri[26]$_DFFE_PN0P_"
  cpMostUsedCell: "a21o_1"
  crit_start: "pwm.rvcntnum_saw[9]$_DFF_PN0_"
  crit_arrival_ns: 3.26
  reg2regPathDepth: 18
job:
  openroad.warnings: 32
  max_cap_viol_count: 0
clock_network:
  numCtsBuffers: 28
  post_cts_buffers: 0
  clock_latency_ns: 0.56
  hold_buffers: 0
  htreeDepth: 1
  clock-sinks: 221
  clk_path_buf_depth: 3
  clk_pin_slew_worst_paths_ns: 0.06
  clockRootBuffer: "clkbuf_16"
  cts_resized: 0
  cts_tree: "done"
die:
  fp.dieH_um: 232.9
  fp-utilization: 0.3036
  die_width_um: 232.9
  io_pins: 16
  rows: 84
  die_area_sq_um: 54220
  core_sq_um: 52660
sta:
  tightest_slew_ns: 0.8873
  max_slew_margin: 0.4068
  finalHoldViolations: 0
  drv_slew: 0
  fin_hold_ws_ns: 0.4800
  finClkSkew_ns: 0.01545
  rsz0062_at_grt: "false"
  fin_crit_ns: 7.261
  finalSetupTns_ns: 0
  fmax_mhz: 137.7
  setup_viol: 0
  fin_crit_sh: 0.3630
yosys:
  ys_area_sq_um: 15990
  async_flop_share: 1.000
  ff_type: "dfrtp_1"
  syn-instance-count: 1821
  synthDistinctLibCells: 80
  ys_cells: 1821
  edf_count: 0
  postSynthAreaPerCell_sq_um: 8.780
  synth-seq-cells: 221
  ys_warn_count: 4
  synth_area_sq_um: 15990
  yosysSeqAreaShare: 0.3481
finish:
  drive_gt1_frac: 0.05243
  final_core_util: 0.3374
  instances_no_fill: 2557
  nFillCells: 5232
  areaGrowthSynthToFinish_pct: 11.12
  flop_area_sq_um: 5565
  comb_area_sq_um: 9967
  lay_top_count: "dfrtp_1"
  mostFrequentLayoutCells: "dfrtp_1, ha_1, nor2_1, nand2_1, a21oi_1"
pwr:
  ir_drop_mv: 0.07211
  p_leak_nw: 7.705
  p_per_area_nw_per_um2: 138.2
grt:
  grt-ovfl-total: 0
  antenna_found_initial: 0
  grt.total_usage: 0.1411
  grt_pass1_vias: 12096
  grt_max_degree: 85
  grt_pass1_wl_mm: 61.44
routing:
  wirelength_mm: 36.26
  drtIter0Drc: 736
  post-route-drc-count: 0
  drt-vias-per-instance: 4.990
  vias: 12759
  num_antenna_cells: 0
  firstDrtPassIters: 5
  ant_nets: 0
  wl_per_cell_um: 14.18
run_status:
  outcome: "completed"
hold_path:
  hold_path.class: "reg2reg"
## logic make-up (layout without fill, tap and decap cells)
family	count (synthesis)	after routing	synth area share
flops	221	221	0.3481
buf+inv	136	149	0.03678
simple gates	614	614	0.1813
compound gates	496	496	0.1945
xor+xnor	160	160	0.08765
mux	4	4	0.002661
fa+ha+maj	188	188	0.1485
other cells	2	37	0.0004697
## cell type report
class | count | area share
sequential | 221 | 0.3133
tap | 688 | 0.04845
inverter | 77 | 0.01627
timing repair buffer | 21 | 0.01014
clock buffer | 40 | 0.04599
clock inverter | 11 | 0.004859
multi-input combinational | 1499 | 0.5610
## through the flow
step / total power [W] / area [sq um] / setup slack, ns
after global placement: 0.001946 / 16860 / 13.22
after global routing: 0.002679 / 17770 / 12.42
after floorplan: 0.001658 / 16120 / 13.83
final: 0.002454 / 17770 / 12.74
after detailed placement: 0.001953 / 16860 / 13.30
after CTS: 0.002470 / 17770 / 12.68
## cells in the mapped netlist, drive strengths merged (38+ instances only)
library cell | n | share of area
a21o | 89 | 0.042
a21oi | 159 | 0.050
dfrtp | 193 | 0.30
ha | 185 | 0.14
inv | 75 | 0.018
nand2 | 165 | 0.039
nand3 | 58 | 0.018
nand4 | 38 | 0.015
nor2 | 183 | 0.043
o21ai | 119 | 0.038
xnor2 | 83 | 0.045
xor2 | 77 | 0.042
## flip-flops by register name (all words and copies together), names as in the netlist
register,flops
rgbled_flash_r.rvcntnum_tri,32
rgbled_flash_b.rvcntnum_tri,32
rgbled_flash_r.rvcntnum_saw,32
rgbled_flash_b.rvcntnum_saw,32
rgbled_flash_g.rvcntnum_saw,32
pwm.rvcntnum_saw,29
rgbled_flash_g.rvcntnum_tri,32
## worst reg2reg max path: stages, from the launching register on
cell,delay (ns)
dfrtp_1,0.39
ha_1,0.23
nand2_1,0.11
o31ai_1,0.27
a21oi_1,0.10
o21ai_0,0.17
a31o_2,0.17
buf_4,0.36
inv_1,0.20
fa_1,0.43
nand3b_1,0.19
a21boi_1,0.13
o21ai_0,0.14
a211oi_1,0.46
a21oi_1,0.22
o21ai_1,0.39
a31oi_1,0.31
nor4b_1,0.24
nor3_1,0.19
## power by group
group	leakage [nW]	total (W)	switching (W)	internal (W)
clock	0.450	0.000494	0.000199	0.000295
sequential	2.80	0.000651	0.000107	0.000543
combinational	4.45	0.00131	0.000717	0.000593
## how the worst min path moves through the flow
| stage | depth (start not counted) | start | to | slack [ns] |
|---|---|---|---|---|
| global route | 2 | rgbled_flash_b.rvcntnum_tri[23]$_DFFE_PN1P_ | rgbled_flash_b.rvcntnum_tri[23]$_DFFE_PN1P_ | 0.49 |
| finish | 1 | rgbled_flash_r.rvcntnum_tri[31]$_DFFE_PN0P_ | rgbled_flash_r.rvcntnum_tri[31]$_DFFE_PN0P_ | 0.48 |
| CTS | 1 | rgbled_flash_r.rvcntnum_tri[31]$_DFFE_PN0P_ | rgbled_flash_r.rvcntnum_tri[31]$_DFFE_PN0P_ | 0.48 |
## metal layers
metal	vias to the layer above	GRT usage	wire, um
met3	42	0.02140	1498
met5	-	0	0
met4	0	0.02369	709
li1	6557	-	-
met2	164	0.2188	15960
met1	5996	0.2139	18090
Power is estimated from default activity; no workload was simulated.
